<file path="flow/design.v">
module si_regfile #(
    parameter REG_DW    = 32,
    parameter REG_AW    = 5
)(
    input                       clk,
    input                       rst,
    input                       wb_en_i,
    input       [REG_AW-1:0]    wb_addr_i,
    input       [REG_DW-1:0]    wb_data_i,
    input                       rs1_en_i,
    input       [REG_AW-1:0]    rs1_addr_i,
    output reg  [REG_DW-1:0]    rs1_data_o,
    input                       rs2_en_i,
    input       [REG_AW-1:0]    rs2_addr_i,
    output reg  [REG_DW-1:0]    rs2_data_o
);
integer i ;
reg [REG_DW-1:0] regfile [2**REG_AW-1:0] ;
always @(posedge clk ) begin
    if ( rst == 1'b1 ) begin
        for(i=0; i<2**REG_AW; i=i+1) begin
            regfile[ i ] <= {(REG_DW){1'b0}} ;
        end
    end else begin
        if ( (wb_en_i == 1'b1) && (wb_addr_i != 0) ) begin
            regfile[ wb_addr_i ] <= wb_data_i ;
        end 
    end
end
always @(*) begin
    if( rst == 1'b1 ) begin
        rs1_data_o = {(REG_DW){1'b0}} ;
    end else begin
        if ( rs1_en_i ) begin
            rs1_data_o = regfile[ rs1_addr_i ] ;
        end else begin
            rs1_data_o = {(REG_DW){1'b0}} ;
        end
    end
end
always @(*) begin
    if( rst == 1'b1 ) begin
        rs2_data_o = {(REG_DW){1'b0}} ;
    end else begin
        if ( rs2_en_i ) begin
            rs2_data_o = regfile[ rs2_addr_i ] ;
        end else begin
            rs2_data_o = {(REG_DW){1'b0}} ;
        end
    end
end
endmodule
</file>
<file path="flow/run.sh">
#!/bin/bash
# OpenROAD 26Q1-2900-gdf79404cd8, Yosys 0.63+post, stock flow scripts
make -C /OpenROAD-flow-scripts/flow DESIGN_CONFIG=/design/flow/config.mk WORK_HOME=/design/flow/orfs finish
</file>
<file path="flow/config.mk">
export PLATFORM = sky130hd
export DESIGN_NAME = si_regfile
export DESIGN_NICKNAME = si_regfile
export VERILOG_FILES = /design/flow/design.v
export SDC_FILE = /design/flow/constraint.sdc
export NUM_CORES = 4
export LEC_CHECK = 1
export CORE_UTILIZATION = 30
</file>
<file path="flow/constraint.sdc">
current_design si_regfile

set clk_period 26.2
set clk_io_pct 0.2

create_clock -name clk0 -period $clk_period [get_ports {clk}]

set non_clock_inputs [all_inputs -no_clocks]
set_input_delay [expr $clk_period * $clk_io_pct] -clock clk0 $non_clock_inputs
set_output_delay [expr $clk_period * $clk_io_pct] -clock clk0 [all_outputs]
</file>
==> results.ini <==
[final_layout]
fin_area_sq_um=61600
num-fill-cells=16700
top_register=regfile
reg.largest.list=regfile: 1024 flops
drive_gt1_frac=0.226
area.growth.synth_to_final_pct=12.7
largest_reg_flops=1024

[global_route]
gr-total-overflow=0
first_global_vias=35300
grt_max_degree=87
grt_antenna_before_repair=10
grt_pass1_wl_microns=262000
grt_use_total=0.214

[drt]
viasPerCell=5.45
num_vias=32800
first_pass_iters=7
drc=0
wire_per_inst_microns=30.8
wl_microns=186000
drt_iter0_drc=2154
drtAntennaViolNets=0

[logic_synthesis]
synthesis.area_sq_um=54700
ys_seq_share=0.563
synth_flops=1024
synthCells=3552
yosysCellCount=3552
ys_types=34
yosys_warnings=1
syn_avg_cell_area_sq_um=15.4
ys_area_sq_um=54700

[placement]
post-place-ws_ns=11.23
io_buffers=115
globalplace.congestion=0.909
placed_area_sq_um=58300
hpwl_microns=108000

[power]
leakage_nw=20.9
power.density_nw_per_um2=62.6
peakVddDrop_uv=48.7

[critical_path]
cp.depth=9
critical_path_required_ns=20.96
critPathTopFamily=buffers and inverters
start_kind=input port
path_cells=buf_8 > buf_4 > buf_4 > buf_4 > mux4_2 > mux2i_1 > a221o_1 > a31oi_1 > clkdlybuf4s50_1
slowest_stage=buf_4
critPathBufInv=5
crit_top_cell=buf_4
end_kind=output pin
slowest_delay_ns=0.69
cp.arrival_ns=9.66
crit_type=input port to output pin
critPathMaxFanout=48

[floorplanning]
rows=156
fp.dieW_microns=429
chipArea_sq_um=184000
initCoreUtil=0.302
dieHeight_microns=429
core_sq_um=181000
ios=116

[min_path]
min_delay_path_depth=1
min_path_type=input port to flip-flop

[sta]
finalClockPeriodUsage=0.569
slew_headroom=0.385
maxSlewViolCount=0
totalNegativeSetupSlack_ns=0
worst_pin_slew_ns=0.918
fin_ws_ns=11.30
setup_violations=0
fin_crit_ns=14.90
hold_viol=0
rsz0062_at_grt=false
fmax_ghz=0.0671

[clock_tree]
cts_buffer_depth=3
tritoncts=yes
htree_levels=3
cts-buffers-inserted=100
clock_sinks=1024
clkTransAtPathRegs_ns=0.06
cts_root_buf=clkbuf_16
cts_resized=0
cts_hold_buf=0
cts_setup_buffers=0

[job]
log.warning_count=26
cap_violations=0

[run_status]
status=completed

report_power, final:
group	leakage (nW)	switching [mW]	total [mW]	internal, mW
clock network	1.58	0.646	1.47	0.821
logic	9.54	0.265	0.454	0.189
registers	9.75	0.0421	1.93	1.89
final cells by class:
cell class	count	area (sq um)	area share
Clock inverter	67	621	0.0101
Tap cell	2370	2970	0.0481
Sequential cell	1024	30700	0.499
Inverter	2	12.5	0.000203
Antenna cell	6	15.0	0.000244
Clock buffer	120	2620	0.0425
Multi-Input combinational cell	2164	22300	0.362
Timing Repair Buffer	271	2330	0.0378
synth_stat cells:
| cell type | n | share of area |
|---|---|---|
| nor3b_1 | 1 | 0.00014 |
| nor2b_1 | 4 | 0.00046 |
| clkbuf_1 | 256 | 0.018 |
| a31oi_1 | 64 | 0.0073 |
| nand4bb_1 | 1 | 0.00021 |
| or3b_1 | 2 | 0.00032 |
| buf_1 | 1 | 0.000069 |
| nor2_2 | 8 | 0.00092 |
| nor2_1 | 32 | 0.0022 |
| a22oi_1 | 64 | 0.0088 |
| a221o_1 | 64 | 0.012 |
| nand3b_1 | 3 | 0.00041 |
| conb_1 | 1 | 0.000069 |
| nand4b_1 | 1 | 0.00016 |
| o2111ai_1 | 22 | 0.0035 |
| nand3_1 | 1 | 0.000091 |
| nor2b_2 | 2 | 0.00032 |
| o21ai_0 | 23 | 0.0021 |
| buf_4 | 52 | 0.0071 |
| nand2b_1 | 3 | 0.00034 |
| o21ai_1 | 19 | 0.0017 |
| nand2_1 | 46 | 0.0032 |
| mux4_1 | 12 | 0.0058 |
| buf_12 | 4 | 0.0015 |
| mux4_2 | 436 | 0.18 |
| buf_2 | 51 | 0.0047 |
| or3_1 | 1 | 0.00011 |
| a221oi_1 | 42 | 0.0067 |
| mux2i_1 | 256 | 0.047 |
| edfxtp_1 | 1024 | 0.56 |
| inv_1 | 2 | 0.00014 |
| and2_1 | 994 | 0.11 |
| buf_6 | 29 | 0.0060 |
| or2_2 | 31 | 0.0035 |
cells in the final DEF (no fill, tap or decap), drive strengths merged:
master / instances
edfxtp: 1024
and2: 994
mux4: 448
mux2i: 256
buf: 167
clkbuf: 120
clkdlybuf4s50: 104
a22oi: 64
a221o: 64
a31oi: 64
nand2: 46
clkinv: 46
a221oi: 42
o21ai: 42
nor2: 40
conb: 32
or2: 31
o2111ai: 22
bufinv: 11
diode: 6
clkinvlp: 6
nor2b: 6
inv: 6
nand3b: 3
nand2b: 3
or3b: 2
nand4b: 1
nor3b: 1
nand4bb: 1
or3: 1
nand3: 1
per-layer routing:
metal,vias up,global-route usage,part of all wire
li1,13800,-,-
met1,16400,0.222,0.31
met2,2227,0.336,0.48
met3,465,0.141,0.15
met4,18,0.0917,0.054
met5,-,0.00546,0.0010
per-stage QoR:
step / instances / util / total power [mW] / hold slack, ns
floorplan: 3583 / - / 2.24 / 5.44
global placement: 5831 / 0.322 / 2.42 / 5.85
detailed placement: 5831 / 0.322 / 2.42 / 5.85
CTS: 6018 / 0.340 / 3.87 / 5.09
global route: 6018 / 0.340 / 3.96 / 5.13
finish: 6024 / 0.340 / 3.85 / 5.12
cells by family after synthesis:
kind of cell / count (synthesis) / share of synthesized area
AND-OR/OR-AND: 298 / 0.0419
buffers and inverters: 395 / 0.0370
flip-flops: 1024 / 0.563
multiplexers: 704 / 0.232
other: 1 / 0.0000686
AND/OR/NAND/NOR: 1130 / 0.126
worst paths after layout:
kind,slack [ns],endpoint,start
min,5.12,regfile[0][26],rst
max,11.30,rs1_data_o[13],rs1_addr_i[1]
Power figures rest on the tool's default switching activity, not on a simulated workload.
