==> flow/design.v <==
module v_wb #(
    parameter VREG_DW = 256,
    parameter VREG_AW = 5
) (
    input                   clk,
    input                   rst,
    input                   vid_wb_en_i,
    input                   vid_wb_sel_i,
    input   [VREG_AW-1:0]   vid_wb_addr_i,
    input   [VREG_DW-1:0]   valu_result_i,
    input   [VREG_DW-1:0]   vmem_result_i,
    output                  vwb_en_o,
    output  [VREG_AW-1:0]   vwb_addr_o,
    output  [VREG_DW-1:0]   vwb_data_o
);
assign vwb_en_o     = vid_wb_en_i ;
assign vwb_addr_o   = vid_wb_addr_i ;
assign vwb_data_o   = ( vid_wb_sel_i )  ?   vmem_result_i : valu_result_i ;
endmodule 
==> flow/run.sh <==
#!/bin/bash
# OpenROAD 26Q1-2900-gdf79404cd8, Yosys 0.63+post, stock flow scripts
make -C /OpenROAD-flow-scripts/flow DESIGN_CONFIG=/design/flow/config.mk WORK_HOME=/design/flow/orfs finish
==> flow/config.mk <==
export PLATFORM = sky130hd
export DESIGN_NAME = v_wb
export DESIGN_NICKNAME = v_wb
export VERILOG_FILES = /design/flow/design.v
export SDC_FILE = /design/flow/constraint.sdc
export NUM_CORES = 4
export LEC_CHECK = 1
export CORE_AREA = 10 10 304 304
export DIE_AREA = 0 0 314 314
==> flow/constraint.sdc <==
current_design v_wb

set clk_period 1.0
set clk_io_pct 0.2

create_clock -name clk0 -period $clk_period

set non_clock_inputs [all_inputs -no_clocks]
set_input_delay [expr $clk_period * $clk_io_pct] -clock clk0 $non_clock_inputs
set_output_delay [expr $clk_period * $clk_io_pct] -clock clk0 [all_outputs]
==> impl_metrics.yaml <==
# implementation run metrics
outcome:
  status: "finished, violations left"
  violations: "setup timing"
floorplanning:
  die_h_um: 314
  ioPinCount: 783
  coreArea_um2: 85400
  fp_util: 0.0379
  die_w_um: 314
  std_cell_rows: 107
  die-area_um2: 98600
place:
  io_buffers: 769
  placed_cells: 2217
  post-place-ws_ns: -0.918
  dp_hpwl_um: 62600
  globalplace.congestion: 0.845
synthesis:
  syn_area_um2: 3230
  common_cells: "256 x mux2_2, 26 x buf_6, 7 x buf_4"
  synth_warnings: 0
  ys_seq_share: 0
  ys_cells: 290
  synth_area_per_cell_um2: 11.1
  synth_top_area_share: 0.892
  largest_area_cell: "mux2_2"
  yosys.cell_count.top_type: "mux2_2"
  ys_types: 4
  area_leaders: "mux2_2 89%, buf_6 9.1%, buf_4 1.6%"
  postSynthCellCount: 290
  yosys_area_um2: 3230
finish:
  flop-count: 0
  fin_cells: 2249
  drive_gt1_frac: 0.412
  synthToLayoutAreaGrowth_pct: 305
  fillers: 9698
  clkbuf_count: 0
  final_util: 0.153
  seq_area_um2: 0
route:
  dr.first_iter.drc_count: 202
  routed_wl_um: 66200
  vias: 6078
  drt-pass1-iter-count: 8
  route.detailed.wl_per_inst_um: 29.5
  drc: 0
  via_per_inst: 2.70
  ant_nets: 0
global_route:
  grt_max_degree: 23
  track_usage: 0.127
  grt_pass1_vias: 6645
  antenna_found_initial: 42
  grt-ovfl-total: 0
  grt_pass1_wl_um: 79700
final_timing:
  setup_viol: 256
  rsz0062_at_grt: "true"
  hold_viol_final: 0
  final_max_slew_viol_count: 0
  max_slew_margin: 0.806
  fin_ws_ns: -0.745
  max_freq_ghz: 0.573
  finalClockPeriodUsage: 1.75
  tightest_slew_ns: 0.290
  timing.final.crit_period_ns: 1.75
power:
  power_frac_clock: 0
  peakVddDrop_mv: 0.166
  leakagePower_uw: 0.00529
  p_sw_frac: 0.336
  finalPower_uw: 6080
  p_seq_frac: 0
  p_switching_uw: 2040
  comb_power_share: 1.000
  power.density_nw_per_um2: 464
  internal_power_uw: 4030
run:
  warnings: 36
  drv_cap: 0
cts:
  ctsHoldBuffers: 0
worst_setup_path:
  worstPathArrival_ns: 1.55
  worstPathMaxFanout: 22
  worst_ep_required_time_ns: 0.80
  critPathKind: "primary input to output pin"
  worst_setup_path_end_kind: "output pin"
  startpoint_type: "primary input"
worst_hold_path:
  hold_path.class: "primary input to output pin"
  holdPathStages: 0
==> cell usage in the layout, fill, tap and decap left out <==
master,instances
buf_12,43
clkbuf_4,1
mux2_4,68
clkdlybuf4s15_2,1
clkbuf_16,1
buf_4,70
buf_6,26
buf_8,4
dlygate4sd2_1,57
clkbuf_2,34
diode_2,10
clkdlybuf4s15_1,4
dlymetal6s2s_1,25
mux2_2,188
buf_2,13
clkdlybuf4s50_1,558
buf_16,2
==> routing by layer <==
layer / global-route usage / part of all wire / routed length, µm / up-vias
li1: - / - / - / 2728
met5: 0 / 0.0051 / 336 / -
met1: 0.158 / 0.41 / 27100 / 2781
met3: 0.0687 / 0.13 / 8600 / 66
met4: 0.00368 / 0.0053 / 351 / 52
met2: 0.203 / 0.45 / 29800 / 451
==> worst max-delay path, stage by stage <==
cell             delay [ns]
buf_12                 0.10
buf_4                  0.29
mux2_2                 0.47
clkdlybuf4s50_1        0.47
==> power by group through the flow <==
stage     combinational, µW  sequential, µW  clock [µW]
5_1_grt                6450               0    0.000590
4_1_cts                6300               0           0
6_report               6080               0     0.00150
==> what timing repair did <==
action	4_1_cts	5_1_grt
resized	247	150
hold endpoints to repair	0	0
setup endpoints to repair	256	256
cloned	0	1
pin swaps	0	0
buffers inserted	10	12
==> layout make-up <==
class / instances / area (µm²) / share of cell area
tap: 1144 / 1430 / 0.109
multi-input combinational: 256 / 3140 / 0.239
timing repair buffer: 839 / 8510 / 0.649
antenna: 10 / 25.0 / 0.00191
==> stage by stage <==
| stage | TNS [ns] | cell area (µm²) | hold slack (ns) |
|---|---|---|---|
| finish | -124.73 | 13100 | 0.400 |
| detailed placement | -166.16 | 12700 | 0.400 |
| global route | -133.55 | 13100 | 0.400 |
| floorplan | 0 | 3240 | 0.466 |
| global placement | -166.99 | 12700 | 0.400 |
| CTS | -142.89 | 12900 | 0.400 |
==> final timing paths <==
kind	start	endpoint	slack [ns]
hold / removal	vid_wb_addr_i[0]	vwb_addr_o[0]	0.40
setup / recovery	vid_wb_sel_i	vwb_data_o[57]	-0.75
==> logic make-up (layout without fill, tap and decap cells) <==
logic type,after synthesis,in the layout,share of synthesized area
multiplexers,256,256,0.892
other,0,10,0
buffers and inverters,34,839,0.108
No activity file was given, so power comes from the tool's default toggle rates.
